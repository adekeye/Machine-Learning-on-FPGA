===== flow/constraint.sdc =====
current_design convolution

set clk_period 13.9
set clk_io_pct 0.2

create_clock -name clk0 -period $clk_period [get_ports {clk}]

set non_clock_inputs [all_inputs -no_clocks]
set_input_delay [expr $clk_period * $clk_io_pct] -clock clk0 $non_clock_inputs
set_output_delay [expr $clk_period * $clk_io_pct] -clock clk0 [all_outputs]

===== flow/design.v =====
`timescale 1ns / 1ps
module convolution(
  	input clk,
	input signed [8:0] input1, input2,
	input [8:0] HT,
	input [8:0] WT,
	input clear, reset, enable,
	output reg [20:0] out,
	output reg done
    );
	reg signed [26:0] idata;
	reg [9:0] ct;
	always@(posedge clk) begin
		if(reset || clear)
			ct <= 0;
		else if(enable) begin
			if(ct < (HT*WT)) begin
				ct <= ct + 1;
			end
			else begin
				ct <= 1;
			end
		end
	end
	always@(posedge clk) begin
		if(reset || clear) begin
			idata <= 0;
			done <= 0;
		end
		else if(enable) begin
			if(ct < (HT*WT)) begin
				idata <= idata + input1*input2;
				done <= 0;
			end
			else begin
				if(idata > 1048575)
				out <= 1048575;
				else if (idata < -1048576) 
				out <= -1048576;
				else
					out <= idata; 
				idata <= input1*input2;
				done <= 1; 
			end
		end
	end
endmodule

===== flow/config.mk =====
export PLATFORM = sky130hd
export DESIGN_NAME = convolution
export DESIGN_NICKNAME = convolution
export VERILOG_FILES = /design/flow/design.v
export SDC_FILE = /design/flow/constraint.sdc
export NUM_CORES = 4
export LEC_CHECK = 1
export CORE_UTILIZATION = 40

===== flow/run.sh =====
#!/bin/bash
# OpenROAD 26Q1-2900-gdf79404cd8, Yosys 0.63+post, stock flow scripts
make -C /OpenROAD-flow-scripts/flow DESIGN_CONFIG=/design/flow/config.mk WORK_HOME=/design/flow/orfs finish

==> tab_implementation.tex <==
% Auto-generated results table
\begin{tabular}{lr}
\hline
Metric & Value \\
\hline
\multicolumn{2}{l}{\textbf{Worst setup path}} \\
Buf/Inv on CP & 4 \\
Startpoint Class & input port \\
Signal arrival time at the worst endpoint & 10090 ps \\
Required time worst endpoint & 14100 ps \\
Type of element capturing the critical path & register \\
FF-to-FF End & idata[25] \\
Setup Crit Path Kind & in -> reg \\
Highest net fanout along the worst path & 14 \\
Cell type group with the largest total delay on the critical path & adder cells \\
Cell repeated most along the worst path & fa\_1 \\
FF-to-FF Start & idata[7] \\
Cell with the largest stage delay on the worst path & fa\_1 \\
Largest stage delay on the critical path & 600 ps \\
Worst R2R Setup Slack & 10850 ps \\
Number of cell instances on the worst register-to-register path & 10 \\
\multicolumn{2}{l}{\textbf{Synth}} \\
Synth Warn \# & 1 \\
Main flop type after synthesis & dfxtp\_1 \\
Top logic family & adder cells \\
Top cells by area & fa\_1 23\%, ha\_1 14\%, dfxtp\_1 9.2\% \\
Count of flip-flops with a built-in enable after synthesis & 21 \\
Simple-gate share of the synthesized area & 15.6\% \\
Share of flip-flops with an asynchronous set or reset & 0\% \\
Top-area cell type share of the netlist area & a little under a quarter \\
Dominant cell type by area after synthesis & fa\_1 \\
Cell area after technology mapping & 8240 µm² \\
Sequential share of the synthesized area & between 10\% and 20\% \\
Area fraction in full adders, half adders and majority gates & 37.7\% \\
Number of register bits inferred by synthesis & between 50 and 60 \\
Cells in synth\_stat.txt & 917 \\
Xor/xnor cell area share of the yosys netlist & under 10\% \\
Synthesized area per cell & 8.99 µm² \\
Mux cell area share after synthesis & 2.09\% \\
Area fraction in compound gates after synthesis & 14.1\% \\
Synth Instances & 917 \\
Cell Type Count & 56 \\
Total cell area reported by yosys after synthesis & 8240 µm² \\
\multicolumn{2}{l}{\textbf{Detailed routing}} \\
Number of nets with antenna violations after routing & 0 \\
Detailed-router iteration count before antenna repair & 5 \\
Via Count & approximately 6300 \\
Iteration-0 DRC count of the detailed router & between 200 and 250 \\
Ant. Diodes & 0 \\
Total wirelength of the detailed-routed design & about 17000 µm \\
DR WL/cell & 13.7 µm \\
Via-per-instance ratio & roughly 5.1 \\
DRC violation count after routing & 0 \\
\multicolumn{2}{l}{\textbf{Min path}} \\
Worst Hold Endpoint & idata[5] \\
Path type of the worst min-delay path & reg -> reg \\
Hold path start & idata[5] \\
WHS Path Cells & 2 \\
\multicolumn{2}{l}{\textbf{Final layout}} \\
Post-route core utilization & between 40\% and 50\% \\
Layout cells sized above 1 & 3.59\% \\
Area added between synthesis and finish & 14.2\% \\
\multicolumn{2}{l}{\textbf{Timing}} \\
Post-route worst hold slack & 510 ps \\
Clock Skew & roughly 16 ps \\
Number of pins exceeding their max-slew limit in the final report & 0 \\
Setup\_tns & 0 ps \\
Post-route fraction of the period consumed by the critical path & 71.1\% \\
RSZ-0062 raised after global routing & no \\
Final setup violation count & 0 \\
Final hold violation count & 0 \\
Rel. slew slack & between 60\% and 70\% \\
Highest achievable clock rate & just over 0.1 GHz \\
Final critical path time including I/O delays and setup & 9880 ps \\
Pin slew with the least headroom to its limit & 555 ps \\
\multicolumn{2}{l}{\textbf{GRT}} \\
First-pass GRT wire length & 29800 µm \\
Aggregate global-route resource usage & 17.7\% \\
Maximum number of pins on one net before global-route repair & 56 \\
Total congestion overflow & 0 \\
Number of global-route vias before repair & 6306 \\
Initial antenna violation count & 0 \\
\multicolumn{2}{l}{\textbf{Clock tree}} \\
Clock Latency Late Sink & 330 ps \\
Number of buffers created by CTS & 9 \\
Clock tree from TritonCTS & built \\
Resized cells post-CTS & 0 \\
Number of hold-repair buffers added at the cts stage & 0 \\
Clock tree root driver cell & clkbuf\_16 \\
CTS clock-pin slew for the worst setup and hold paths & approximately 50 ps \\
Number of buffers on the longest clock path & 2 \\
TritonCTS Sinks & 59 \\
Number of buffers inserted by post-CTS setup repair & 0 \\
Count of H-tree levels built during CTS & 3 \\
\multicolumn{2}{l}{\textbf{Place}} \\
Global placement routability congestion & 0.893 \\
Total half-perimeter wirelength after legalization and detailed placement & 13800 µm \\
Number of buffers added on ports & 61 \\
\multicolumn{2}{l}{\textbf{Die}} \\
I/O pins & just over 60 \\
Die y size & 146 µm \\
Total core area & 20200 µm² \\
Die W & approximately 150 µm \\
Row cnt & 52 \\
Effective utilization at floorplan & between 40\% and 50\% \\
Chip footprint & around 21000 µm² \\
\multicolumn{2}{l}{\textbf{Run}} \\
Reported max-cap violation count & 0 \\
Tally of OpenROAD warnings & 28 \\
\multicolumn{2}{l}{\textbf{Status}} \\
Result of the run & finished, final reports clean \\
\hline
\end{tabular}
-- per-layer routing --
metal	vias to the layer above	track usage (%)	part of all wire [%]
li1	3150	-	-
met1	3031	27.4	49
met2	124	28.2	46
met3	13	2.69	3.9
met4	0	2.21	1.4
met5	-	0	0
-- metrics by stage --
step                      cell area [µm²]  setup slack, ps  std cells
after global placement               9130             3840       1228
after CTS                            9410             4010       1244
after detailed placement             9130             3700       1228
final                                9410             4020       1244
after floorplan                      8240             4850        917
after global routing                 9410             3360       1244
-- flip-flops by register name, summed over array words and instances (netlist names) --
name,count
ct,10
done,1
idata,27
out,21
-- cells in the mapped netlist (2+ instances only) --
cell and instances:
o21bai_1 5, a211oi_1 12, nor3_1 6, edfxtp_1 21, o21a_1 5, dfxtp_1 38, clkbuf_1 22, o211ai_1 2
a2111oi_4 2, and3_1 5, nand3b_1 2, xnor2_1 41, nand4_1 9, buf_2 4, inv_1 121, a31oi_1 5
o21ai_1 2, nor2b_1 12, nor4_1 2, mux2i_1 15, nand2_1 95, or3_1 5, a21oi_1 49, or2_2 2
fa_1 96, and2_1 57, and4_1 3, ha_1 95, o21ai_0 40, xor2_1 23, nand3_1 10, a21oi_2 2
o2111ai_1 2, a21o_1 36, nor2_1 45, nand2b_1 6
-- worst min-delay path, cell delays in order, from the launching register on --
cell      delay [ps]
dfxtp_1          320
nor2_1            90
a211oi_1          50
-- cell type report --
class / count / area [µm²]
fillers: 1955 / 10800
multi-input cells: 710 / 6290
flip-flops and latches: 59 / 1390
repair buffers: 67 / 651
inverters: 122 / 458
well taps: 270 / 338
clock buffers: 12 / 256
clock inverters: 4 / 25.0
-- cell families after synthesis --
kind of cell / after synthesis
xor+xnor: 64
buf+inv: 148
flops: 59
compound gates: 176
fa+ha+maj: 191
simple gates: 262
mux: 17
-- layout by cell type (no fill, tap or decap), types with 38 or more instances in the layout --
cell	count
inv_1	121
fa_1	96
nand2_1	95
ha_1	95
clkdlybuf4s50_1	60
and2_1	57
a21oi_1	49
nor2_1	44
xnor2_1	41
o21ai_0	39
dfxtp_1	38
-- worst max-delay path by stage --
| stage | depth (start not counted) | endpoint | startpoint |
|---|---|---|---|
| finish | 25 | idata[26] | input2[2] |
| global route | 25 | idata[26] | input2[2] |
| CTS | 25 | idata[26] | input2[2] |
