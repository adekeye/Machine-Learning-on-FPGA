`flow/run.sh`:
```
#!/bin/bash
# OpenROAD 26Q1-2900-gdf79404cd8, Yosys 0.63+post, stock flow scripts
make -C /OpenROAD-flow-scripts/flow DESIGN_CONFIG=/design/flow/config.mk WORK_HOME=/design/flow/orfs finish
```
`flow/constraint.sdc`:
```
current_design Addr_ctrl2

set clk_period 13.5
set clk_io_pct 0.2

create_clock -name clk0 -period $clk_period [get_ports {clk}]

set non_clock_inputs [all_inputs -no_clocks]
set_input_delay [expr $clk_period * $clk_io_pct] -clock clk0 $non_clock_inputs
set_output_delay [expr $clk_period * $clk_io_pct] -clock clk0 [all_outputs]
```
`flow/config.mk`:
```
export PLATFORM = sky130hd
export DESIGN_NAME = Addr_ctrl2
export DESIGN_NICKNAME = Addr_ctrl2
export VERILOG_FILES = /design/flow/design.v
export SDC_FILE = /design/flow/constraint.sdc
export NUM_CORES = 4
export LEC_CHECK = 1
export CORE_UTILIZATION = 30
```
`flow/design.v`:
```
`timescale 1ns / 1ps
module Addr_ctrl2(
	input clk,reset,enable,
	input [8:0] SI_Height_W,
	input [8:0] LI_Height_W,
	input [8:0] SI_Weight_W,
	input [8:0] LI_Weight_W,
	input [9:0] count1,
	input [8:0] element,
	output [17:0] address_lg,
	output reg conv_done
    );
	wire [8:0] addrx, addry;
	reg [8:0] ADDRX, ADDRY;
	reg [8:0] OFFSET_X1, OFFSET_Y1, OFFSET_X2, OFFSET_Y2;
	wire [9:0] limit1;
	wire [9:0] limit2;
	assign limit1 = SI_Height_W*SI_Weight_W-1;
	assign limit2 = element*element-1;
	assign addrx = ADDRX + OFFSET_X1 + OFFSET_X2;
	assign addry = ADDRY + OFFSET_Y1 + OFFSET_Y2;
	assign address_lg = addrx + addry*LI_Weight_W;
	reg [9:0] count2;
	always @(posedge clk) begin
		if (reset) begin
			count2 <= 0;
		end
		else if (enable) begin
			if(count1 == limit1) begin
				if(count2 < limit2) begin
					count2 <= count2 + 1;
				end
				else 
					count2 <= 0;
			end
		end
	end
	always@(posedge clk) begin
		if(reset) begin
			ADDRX <= 0;
			ADDRY <= 0;
			OFFSET_X1 <= 0;
			OFFSET_Y1 <= 0;
			OFFSET_X2 <= 0;
			OFFSET_Y2 <= 0;
			conv_done <= 0; 
		end
		else if(enable) begin
			if(ADDRX < (SI_Weight_W-1)) begin
				ADDRX <= ADDRX + 1;
				conv_done <= 0;
			end
			else begin
				ADDRX <= 0;
				if(ADDRY < (SI_Height_W-1)) begin
					ADDRY <= ADDRY + 1;
				end
				else begin
					ADDRY <= 0;
				end
			end
			if (count1==limit1) begin
				if(OFFSET_X1 < element-1) begin
					OFFSET_X1 <= OFFSET_X1 + 1;
				end
				else begin
					OFFSET_X1 <= 0;
					if(OFFSET_Y1 < element-1) begin
						OFFSET_Y1 <= OFFSET_Y1 + 1;
					end
					else begin
						OFFSET_X1 <= 0;
						OFFSET_Y1 <= 0;
					end
				end
				if (count2==limit2) begin
					if(OFFSET_X2 < (LI_Weight_W-SI_Weight_W-element*2+1)) begin
						OFFSET_X2 <= OFFSET_X2 + element;
					end
					else begin
						OFFSET_X2 <= 0;
						if(OFFSET_Y2 < (LI_Height_W-SI_Height_W-element*2+1)) begin
							OFFSET_Y2 <= OFFSET_Y2 + element;
						end
						else begin
							ADDRX <= 0;
							ADDRY <= 0;
							OFFSET_X1 <= 0;
							OFFSET_Y1 <= 0;
							OFFSET_Y2 <= 0;
							conv_done <= 1;
						end
					end
				end
			end
		end
	end
endmodule
```
==> flow_summary.ini <==
; implementation run metrics
[grt]
grt_util_met1 = 0.237
track_usage = 0.154
grt-ovfl-total = 0
grt_antenna_before_repair = 1
use_met3 = 0.0196
grt_max_degree = 33
busiest_layer = met2
grt_pass1_vias = 10900
grt_use_met2 = 0.244
grt_pass1_wl_mm = 56.5

[finish]
drive_gt1_frac = 0.0352
most-common-layout-cells = ha_1, inv_1, nor2_1, fa_1, nand2_1
lay_top_count = ha_1
area_growth_pct = 13.5

[detailed_routing]
drtAntennaViolNets = 0
wl_per_cell_um = 14.6
detailroute.via_count = 11029
drt_first_pass_iters = 4
drt_iter0_markers = 589
vias_per_cell = 4.80
wl_mm = 33.6
drc = 0

[worst_setup_path]
cp_top_family = adder cells
crit_buf_inv = 7
r2r_cells = 9
slowest_stage = clkdlybuf4s50_1
slowest_delay_ns = 0.75
cp.arrival_ns = 8.58
critical_path.max_fanout = 10
start_kind = primary input
cp-end-kind = output pin
r2r-start = OFFSET_X2[6]$_SDFFE_PP0P_
worstReg2RegEnd = OFFSET_Y2[6]$_SDFFE_PP0P_
cp.required_ns = 10.80
path_class = in2out
r2r_slack_ns = 10.40
path_cells = clkdlybuf4s50_1 -> nand2_1 -> fa_1 -> inv_1 -> fa_1 -> inv_1 -> fa_1 -> inv_1 -> fa_1 -> inv_1 -> fa_1 -> inv_1 -> ha_1 -> a21oi_1 -> a21oi_1 -> nand4_1 -> a31oi_1 -> and2_1 -> o21ai_0 -> a221oi_1 -> clkdlybuf4s50_1

[final_timing]
slew_headroom = 0.362
drv_slew = 0
rsz0062_at_grt = no
fin_crit_ns = 11.28
max_freq_ghz = 0.0886
setup_violations = 0
finalHoldViolCount = 0
fin_setup_tns_ns = 0
period_used_share = 0.836
tightest_slew_ns = 0.950
fin_skew_ns = 0.00723

[yosys]
synth-main-ff-cell = dfxtp_1
ys_cells = 1617
edf_count = 0
numSynthFlops = 65
synthArstFlopShare = 0
synth.distinct_cells = 82
ys_sh_mux = 0.0111
yosysWarnings = 1
adder_share = 0.415
ys_top_logic_family = adder cells
ys_seq_share = 0.0953
aoi_share = 0.131
simple_gate_share = 0.176
synth.avg_cell_area_um2 = 8.45
ys_area_mm2 = 0.0137
syn_inst = 1617
synthXorXnorAreaFrac = 0.0994
netlist_area_mm2 = 0.0137

[placement]
dp_hpwl_mm = 28.3
io_buffers = 76
place_congestion = 0.930

[power_and_ir_drop]
vdd_drop_max_mv = 0.0675
power_w = 0.00126
p_leak_nw = 7.51
pwr_density_cell_mw_per_mm2 = 81.2

[clock_network]
h-tree-depth = 3
root_buffer = clkbuf_16
clockBufferDepth = 2
clock_latency_ns = 0.33
post_cts_buffers = 0
ctsResizeCount = 0
clock-sinks = 65
tritoncts = yes
cts_hold_buf = 0
numCtsBuffers = 9
path_clk_slew_ns = 0.06

[floorplanning]
io_pins = 77
die_y_um = 215
fp.dieW_um = 215
num_rows = 77
fp_util = 0.306
fp.coreArea_mm2 = 0.0446
dieArea_mm2 = 0.0464

[worst_hold_path]
min_from = OFFSET_Y2[8]$_SDFFE_PP0P_
hold-path-endpoint = OFFSET_Y2[8]$_SDFFE_PP0P_
hold_depth = 2
hp-class = reg2reg

[run]
openroad.warnings = 30
maxCapViolations = 0

[run_status]
outcome = complete, no violations
## worst reg2reg max path: cells and delay by family (launching register included)
kind	cells	cell delay, ns
simple gates	5	1.66
compound gates	2	0.29
fa+ha+maj	1	0.39
mux	1	0.26
flops	1	0.39
## cell usage after synthesis (3+ instances only)
master | number | share of area
a21o_1 | 23 | 0.013
or3_1 | 12 | 0.0055
nand3b_1 | 6 | 0.0033
dfxtp_1 | 65 | 0.095
a211o_1 | 3 | 0.0019
clkinv_1 | 7 | 0.0019
o211ai_1 | 10 | 0.0055
or2_2 | 8 | 0.0037
inv_1 | 225 | 0.062
buf_2 | 5 | 0.0018
mux2i_1 | 14 | 0.010
and2_1 | 47 | 0.022
a2111oi_0 | 3 | 0.0019
nand2b_1 | 21 | 0.0096
a31oi_1 | 10 | 0.0046
xor2_1 | 43 | 0.028
or4b_1 | 3 | 0.0022
nand2_1 | 108 | 0.030
buf_4 | 4 | 0.0022
a211oi_1 | 6 | 0.0033
o21ai_1 | 14 | 0.0051
nor3_1 | 34 | 0.012
nor4_1 | 9 | 0.0041
o21a_1 | 15 | 0.0082
ha_1 | 243 | 0.22
inv_2 | 3 | 0.00082
nor2b_1 | 16 | 0.0073
o21bai_1 | 16 | 0.0088
and4_1 | 3 | 0.0019
nor2_1 | 131 | 0.036
a22o_1 | 6 | 0.0038
fa_1 | 131 | 0.19
o31ai_1 | 3 | 0.0016
nand4_1 | 18 | 0.0082
nand3_1 | 38 | 0.014
and3_1 | 16 | 0.0073
o21ai_0 | 38 | 0.014
clkbuf_1 | 12 | 0.0033
xnor2_1 | 105 | 0.067
a21oi_1 | 91 | 0.033
## stage by stage
| stage | utilization | cells | cell area [um^2] | hold slack, ns | setup WS, ns |
|---|---|---|---|---|---|
| after floorplan | - | 1617 | 13700 | 0.432 | 3.68 |
| after global placement | 0.340 | 2279 | 15200 | 0.513 | 2.26 |
| after detailed placement | 0.340 | 2279 | 15200 | 0.523 | 2.23 |
| after CTS | 0.347 | 2295 | 15500 | 0.533 | 2.21 |
| after global routing | 0.347 | 2295 | 15500 | 0.565 | 1.83 |
| final | 0.348 | 2296 | 15500 | 0.525 | 2.22 |
## cells by family (layout without fill, tap and decap cells)
logic type                 count (synthesis)  after routing
and+or+nand+nor                          483            483
adders and majority gates                374            374
AOI/OAI and AO/OA                        271            271
buffers and inverters                    257            343
xor gates and xnor gates                 151            151
DFF                                       65             65
muxes                                     15             15
other                                      1              2
## power breakdown
part           internal [W]  total (W)  switching [W]
Clock              0.000166   0.000252      0.0000855
Combinational      0.000375   0.000813       0.000437
Sequential         0.000192   0.000194     0.00000132
Total              0.000734    0.00126       0.000524
## metal layers
metal	vias to the layer above	routed length, um
li1	5627	-
met1	5203	16900
met2	180	15200
met3	17	1260
met4	2	257
met5	-	13
## registers in the layout, indices dropped and copies added, names as in the netlist
name	flops
ADDRY	9
count2	10
ADDRX	9
OFFSET_Y1	9
OFFSET_X1	9
conv_done	1
OFFSET_Y2	9
OFFSET_X2	9
## worst max path at each step
stage	from	endpoint	slack, ns	cells after the start
6_report	LI_Weight_W[2]	address_lg[15]	2.22	21
5_1_grt	LI_Weight_W[2]	address_lg[15]	1.83	21
4_1_cts	LI_Weight_W[2]	address_lg[15]	2.21	21
## final cells by class
type	count	area, um^2
tap	592	741
timing repair buffer	92	881
sequential	65	1300
multi-input combinational	1295	11400
clock buffer	11	243
fill	4503	29100
clock inverter	5	78.8
antenna	1	2.50
inverter	235	882
Power figures rest on the tool's default switching activity, not on a simulated workload.
