**/design/flow/config.mk**
```make
export PLATFORM = sky130hd
export DESIGN_NAME = Addr_ctrl
export DESIGN_NICKNAME = Addr_ctrl
export VERILOG_FILES = /design/flow/design.v
export SDC_FILE = /design/flow/constraint.sdc
export NUM_CORES = 4
export LEC_CHECK = 1
export CORE_UTILIZATION = 30
```
**/design/flow/run.sh**
```bash
#!/bin/bash
# OpenROAD 26Q1-2900-gdf79404cd8, Yosys 0.63+post, stock flow scripts
make -C /OpenROAD-flow-scripts/flow DESIGN_CONFIG=/design/flow/config.mk WORK_HOME=/design/flow/orfs finish
```
**/design/flow/design.v**
```verilog
`timescale 1ns / 1ps
module Addr_ctrl (
  	input clk,reset,enable,
	input [8:0] SI_Height_W,LI_Height_W,SI_Weight_W,LI_Weight_W,
	input [9:0] count,
	output [17:0] address_lg,
	output reg conv_done
    );
	wire [8:0] addrx, addry;
	reg [8:0] ADDRX, ADDRY;
	reg [8:0] OFFSET_X, OFFSET_Y;
	assign addrx = ADDRX + OFFSET_X;
	assign addry = ADDRY + OFFSET_Y;
	assign address_lg = addrx + addry*LI_Weight_W;
	always@(posedge clk) begin
		if(reset) begin
			ADDRX <= 0;
			ADDRY <= 0;
			OFFSET_X <= 0;
			OFFSET_Y <= 0;
			conv_done <= 0;
		end
		else if(enable) begin
			if(ADDRX < (SI_Weight_W-1)) begin
				ADDRX <= ADDRX + 1;
				conv_done <= 0;
			end
			else begin
				ADDRX <= 0;
				if(ADDRY < (SI_Height_W-1)) begin
					ADDRY <= ADDRY + 1;
				end
				else begin
					ADDRY <= 0;
				end
			end
			if (count==(SI_Height_W*SI_Weight_W-1)) begin
				if(OFFSET_X < (LI_Weight_W-SI_Weight_W)) begin
					OFFSET_X <= OFFSET_X + 1;
				end
				else begin
					OFFSET_X <= 0;
					if(OFFSET_Y < (LI_Height_W-SI_Height_W)) begin
						OFFSET_Y <= OFFSET_Y + 1;
					end
					else begin
						ADDRX <= 0;
						ADDRY <= 0;
						OFFSET_X <= 0;
						OFFSET_Y <= 0;
						conv_done <= 1;
					end
				end
			end
		end
	end
endmodule
```
**/design/flow/constraint.sdc**
```tcl
current_design Addr_ctrl

set clk_period 10.6
set clk_io_pct 0.2

create_clock -name clk0 -period $clk_period [get_ports {clk}]

set non_clock_inputs [all_inputs -no_clocks]
set_input_delay [expr $clk_period * $clk_io_pct] -clock clk0 $non_clock_inputs
set_output_delay [expr $clk_period * $clk_io_pct] -clock clk0 [all_outputs]
```
==> results.ini <==
[run_status]
status=completed

[placement]
dpl-instance-area_um2=11400
portBuffers=67
gp_congestion=0.935
hpwl_um=20900
pre_cts_ws_ns=0.412

[final_layout]
final_cell_area_um2=11600
syn_to_final_growth_pct=13.0
drive_gt1_share_pct=2.77

[die]
boundaryPins=68
rows=67
core_um2=33500
die_w_um=187
fp_util_pct=30.5
die-area_um2=34900
die_h_um=187

[global_route]
antenna_found_initial=1
grt_pass1_vias=8273
grt_max_degree=25
grt_overflow=0
grt_pass1_wl_um=41500
grtUsageTotal_pct=14.9

[detailed_routing]
wl_per_cell_um=14.0
avgViaCountPerCell=4.82
wl_um=24400
num_vias=8425
drtAntennaViolNets=0
antenna-diode-count=0
dr.pass1.iters=5
drc_errors=0
drtIter0Drc=398

[yosys]
syn_inst=1245
ys_ff=37
ys_seq_share_pct=7.24
synth.largest_area_cell=fa_1
synth.area.top_cells=fa_1 22%, ha_1 22%, dfxtp_1 7.2%
ys_cells=1245
synth-edff-count=0
synth_area_per_cell_um2=8.22
synth.most_common_cell=ha_1
top_cells_by_count=179 x ha_1, 177 x inv_1, 126 x nand2_1
top_area_share_pct=21.9
flop_cell=dfxtp_1
ys_warn_count=1
syn_area_um2=10200
synth_cell_types=68
ys_area_um2=10200
ys_async_sr_fraction_pct=0

[sta]
timing.hold.ws_ns=0.496
max_slew_margin_pct=42.2
final.setup.tns_ns=0
worstMarginPinSlew_ns=0.860
rsz0062_at_grt=no
min_period_ns=10.13
hold_violations=0
fmax_mhz=98.8
drv_slew=0
finalSetupViolCount=0
fin_ws_ns=0.474
fin_skew_ns=0.00437
finalClockPeriodUsage_pct=95.5

[critical_path]
startpoint_type=input port
crit_type=input port to primary output
worst_ep_arrival_time_ns=8.01
crit_path_top_delay_cell=clkdlybuf4s50_1
worst-path-stages=23
r2r_cells=11
critPathTopFamily=adder cells
critPathMaxFanout=9
end_kind=primary output
crit_chain=clkdlybuf4s50_1 -> nand2_1 -> fa_1 -> inv_1 -> fa_1 -> inv_1 -> fa_1 -> inv_1 -> fa_1 -> inv_1 -> fa_1 -> inv_1 -> ha_1 -> or3_1 -> o211ai_1 -> a31oi_1 -> and2_1 -> o21ai_0 -> nand2b_1 -> a21o_1 -> a21oi_1 -> xnor2_1 -> clkdlybuf4s50_1
worst-path-buf-inv=7
max_stage_delay_ns=0.67
critPathRequiredTime_ns=8.48

[cts]
cts_tree=done
cts_root_buf=clkbuf_16
post_cts_buffers=0
cts-buffers-inserted=5
clock-sinks=37
clkSlewWorstSetupHoldPaths_ns=0.05
cts_buffer_depth=2
hold_buffers=0
htree_levels=2
clk_latency_ns=0.28
cts_resized=0

[hold_path]
hp-class=register to register
holdPathStages=2

[power]
p_leak_nw=5.63
ir_drop_mv=0.354
power_density_nw_per_um2=131
power_mw=1.51

[flow_run]
drv_cap=0
warnings=25

[worst min-delay path: stages, from the launching register on]
cell and delay (ns):
dfxtp_1 0.32, a21oi_1 0.06, nor2_1 0.07
[area by class of cell]
class	count	area (µm²)
multi-input combinational	998	8700
fill	3466	22000
inverter	178	668
timing repair buffer	79	761
clock buffer	8	136
tap	448	561
sequential	37	741
[cell usage in the layout, fill, tap and decap left out, types with 4 or more instances in the layout]
master / count
ha_1: 179
inv_1: 177
nand2_1: 126
fa_1: 112
nor2_1: 76
clkdlybuf4s50_1: 67
a21oi_1: 59
xnor2_1: 59
o21ai_0: 58
and2_1: 52
dfxtp_1: 37
xor2_1: 26
nor3_1: 25
nand3_1: 22
nand2b_1: 20
a21o_1: 13
and3_1: 13
nor4_1: 13
o21bai_1: 12
nor2b_1: 12
o21a_1: 12
buf_4: 12
o211ai_1: 11
nand4_1: 10
a22o_1: 7
or3_1: 6
a211oi_1: 6
a31oi_1: 5
clkbuf_16: 5
or2_2: 4
or4b_2: 4
[power by group]
group          leakage, nW  switching [mW]  internal, mW
registers            0.298         0.00156         0.140
clock network       0.0652          0.0541        0.0874
logic                 5.26           0.721         0.507
total                 5.63           0.776         0.734
[registers in the layout (all words and copies together) (netlist names)]
register and flops:
conv_done 1, ADDRX 9, ADDRY 9, OFFSET_Y 9, OFFSET_X 9
[per-layer routing]
metal | track usage (%) | vias to the layer above | routed length [µm]
li1 | - | 4293 | -
met1 | 22.0 | 3941 | 11700
met2 | 23.7 | 168 | 11000
met3 | 3.00 | 21 | 1370
met4 | 1.58 | 2 | 327
met5 | 0 | - | 13
[final timing paths]
kind / slack [ns] / startpoint / to
max reg2reg: 7.39 / ADDRX[1]$_SDFFE_PP0P_ / ADDRX[5]$_SDFFE_PP0P_
min: 0.50 / conv_done$_SDFFE_PP0P_ / conv_done$_SDFFE_PP0P_
min reg2reg: 0.50 / conv_done$_SDFFE_PP0P_ / conv_done$_SDFFE_PP0P_
max: 0.47 / LI_Weight_W[0] / address_lg[17]
[kinds of logic (layout without fill, tap and decap cells)]
kind of cell,count (synthesis),after routing,share of synthesized area (%)
flops,37,37,7.24
simple gates,404,404,20.0
buf+inv,210,265,7.79
fa+ha+maj,291,291,43.8
xor+xnor,86,86,7.49
mux,2,2,0.196
compound gates,215,215,13.5
[per-stage QoR]
stage,utilization [%],instances
floorplan,-,1245
global placement,34.1,1740
detailed placement,34.1,1740
CTS,34.5,1748
global route,34.5,1748
finish,34.5,1748
No activity file was given, so power comes from the tool's default toggle rates.
